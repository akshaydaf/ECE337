<file path="./run.sh">
#!/bin/bash
# OpenROAD 26Q1-2900-gdf79404cd8, Yosys 0.63+post, stock flow scripts
make -C /OpenROAD-flow-scripts/flow DESIGN_CONFIG=/design/flow/config.mk WORK_HOME=/design/flow/orfs finish
</file>
<file path="./config.mk">
export PLATFORM = sky130hd
export DESIGN_NAME = controller
export DESIGN_NICKNAME = controller
export VERILOG_FILES = /design/flow/design.v
export SDC_FILE = /design/flow/constraint.sdc
export NUM_CORES = 4
export LEC_CHECK = 1
export CORE_AREA = 10 10 95 95
export DIE_AREA = 0 0 105 105
</file>
<file path="./constraint.sdc">
current_design controller

set clk_period 1.7
set clk_io_pct 0.2

create_clock -name clk0 -period $clk_period [get_ports {clk}]

set non_clock_inputs [all_inputs -no_clocks]
set_input_delay [expr $clk_period * $clk_io_pct] -clock clk0 $non_clock_inputs
set_output_delay [expr $clk_period * $clk_io_pct] -clock clk0 [all_outputs]
</file>
<file path="./design.v">
module controller
(
	input wire clk,
	input wire n_reset,
	input wire dr,
	input wire lc,
	input wire overflow,
	output reg cnt_up,
	output reg clear,
	output reg modwait,
	output reg [2:0] op,
	output reg [3:0] src1,
	output reg [3:0] src2,
	output reg [3:0] dest,
	output reg err
);
typedef enum logic [4:0] {IDLE, STORE, ZERO, SORT1, SORT2, SORT3, SORT4, MUL1, ADD1, MUL2, SUB1, MUL3, ADD2, MUL4, SUB2, LOAD, COEF1, DUMMY1, COEF2, DUMMY2, COEF3, DUMMY3, COEF4, EIDLE} state;
state curr;
state next;
reg currmod;
reg nextmod;
always_ff @(posedge clk, negedge n_reset)
begin
	if(n_reset == 0)
	begin
		curr <= IDLE;
		currmod <= 0;
	end
	else
	begin
		curr <= next;
		currmod <= nextmod;
	end
end
always_comb
begin
	next = curr;
	cnt_up = 0;
	clear = 0;
	nextmod = currmod;
	op = 4'b0;	
	src1 = 4'b0;
	src2 = 4'b0;
	dest = 4'b0;
	err = 0;
	case(curr)
	IDLE:
	begin
		if (dr == 1)
		begin
			next = STORE;
			nextmod = 1'b1;
		end
		else if (lc == 1)
		begin
			next = COEF1;
			nextmod = 1'b1;
		end
		else
		begin
			next = IDLE;
			nextmod = 1'b0;
		end
		cnt_up = 0;
		clear = 1;
		op = 3'b0;
		src1 = 4'b0;
		src2 = 4'b0;
		dest = 4'b0;
		err = 0;
	end
	STORE:
	begin
		if (dr == 1)
		begin
			next = ZERO;
			nextmod = 1'b1;
		end
		else
		begin
			next = EIDLE;
			nextmod = 1'b0;	
		end
		cnt_up = 0;
		clear = 0;
		op = 3'b010;
		src1 = 4'b0;
		src2 = 4'b0;
		dest = 4'd5;	
		err = 0;
	end
	ZERO:
	begin
		next = SORT1;
		cnt_up = 0;
		clear = 0;
		nextmod = 1'b1;
		op = 3'b101;
		src1 = 4'd0;
		src2 = 4'd0;
		dest = 4'd0;
		err = 0;
	end
	SORT1:
	begin
		next = SORT2;
		cnt_up = 1;
		clear = 0;
		nextmod = 1'b1;
		op[2:0] = 3'b001;
		src1 = 4'd2;
		src2 = 4'b0;
		dest = 4'd1;
		err = 0;
	end
	SORT2:
	begin
		next = SORT3;
		cnt_up = 0;
		clear = 0;
		nextmod = 1'b1;
		op[2:0] = 3'b001;
		src1 = 4'd3;
		src2 = 4'b0;
		dest = 4'd2;
		err = 0;
	end
	SORT3:
	begin
		next = SORT4;
		cnt_up = 0;
		clear = 0;
		nextmod = 1'b1;
		op[2:0] = 3'b001;
		src1 = 4'd4;
		src2 = 4'b0;
		dest = 4'd3;
		err = 0;
	end
	SORT4:
	begin
		next = MUL1;
		cnt_up = 0;
		clear = 0;
		nextmod = 1'b1;
		op[2:0] = 3'b001;
		src1 = 4'd5;
		src2 = 4'b0;
		dest = 4'd4;
		err = 0;
	end
	MUL1:
	begin
		next = ADD1;
		cnt_up = 0;
		clear = 0;
		nextmod = 1'b1;
		op = 3'b110;
		src1 = 4'd1;
		src2 = 4'd6;	
		dest = 4'd7;
		err = 0;
	end
	ADD1:
	begin
		if (overflow == 1)
		begin
			next = EIDLE;
			nextmod = 1'b0;	
		end
		else
		begin
			next = MUL2;
			nextmod = 1'b1;
		end
		cnt_up = 0;
		clear = 0;
		op = 3'b100;
		src1 = 4'd0;
		src2 = 4'd7;
		dest = 4'd0;
		err = 0;
	end
	MUL2:
	begin
		next = SUB1;
		cnt_up = 0;
		clear = 0;
		nextmod = 1'b1;
		op = 3'b110;	
		src1 = 4'd2;
		src2 = 4'd8;
		dest = 4'd7;
		err = 0;
	end
	SUB1:
	begin
		if (overflow == 1)
		begin
			next = EIDLE;
			nextmod = 1'b0;
		end
		else
		begin
			next = MUL3;
			nextmod = 1'b1;
		end
		cnt_up = 0;
		clear = 0;
		op = 3'b101;
		src1 = 4'd0;
		src2 = 4'd7;
		dest = 4'd0;
		err = 0;
	end
	MUL3:
	begin
		next = ADD2;
		cnt_up = 0;
		clear = 0;
		nextmod = 1'b1;
		op = 3'b110;	
		src1 = 4'd3;
		src2 = 4'd9;
		dest = 4'd7;
		err = 0;
	end
	ADD2:
	begin
		if (overflow == 1)
		begin
			next = EIDLE;
			nextmod = 1'b0;	
		end
		else
		begin
			next = MUL4;
			nextmod = 1'b1;
		end
		cnt_up = 0;
		clear = 0;
		op = 3'b100;
		src1 = 4'd0;
		src2 = 4'd7;
		dest = 4'd0;
		err = 0;
	end
	MUL4:
	begin
		next = SUB2;
		cnt_up = 0;
		clear = 0;
		nextmod = 1'b1;
		op = 3'b110;	
		src1 = 4'd4;
		src2 = 4'd10;
		dest = 4'd7;
		err = 0;
	end
	SUB2:
	begin
		if (overflow == 1)
		begin
			next = EIDLE;
			nextmod = 1'b0;
		end
		else
		begin
			next = LOAD;
			nextmod = 1'b1;
		end
		cnt_up = 0;
		clear = 0;
		op = 3'b101;
		src1 = 4'd0;
		src2 = 4'd7;
		dest = 4'd0;
		err = 0;
	end
	LOAD:
	begin
		next = IDLE;
		cnt_up = 0;
		clear = 0;
		nextmod = 1;
		op = 3'b0;
		src1 = 3'b0;
		src2 = 4'b0;
		dest = 4'b0;
		err = 0;
	end
	COEF1:
	begin
		next = DUMMY1;
		cnt_up = 0;
		clear = 0;
		nextmod = 1'b0;
		op = 3'b011;
		src1 = 4'b0;
		src2 = 4'b0;
		dest = 4'd10;
		err = 0;
	end
	DUMMY1:
	begin
		if (lc == 1)
		begin
			next = COEF2;
			nextmod = 1'b1;
		end
		else
		begin
			next = DUMMY1;
			nextmod = 1'b0;
		end
		cnt_up = 0;
		clear = 0;
		op = 3'b0;
		src1 = 4'b0;
		src2 = 4'b0;
		dest = 4'b0;
		err = 0;
	end
	COEF2:
	begin
		next = DUMMY2;
		cnt_up = 0;
		clear = 0;
		nextmod = 1'b0;
		op = 3'b011;
		src1 = 4'b0;
		src2 = 4'b0;
		dest = 4'd9;
		err = 0;
	end
	DUMMY2:
	begin
		if (lc == 1)
		begin
			next = COEF3;
			nextmod = 1'b1;
		end
		else
		begin
			next = DUMMY2;
			nextmod = 1'b0;
		end
		cnt_up = 0;
		clear = 0;
		op = 3'b0;
		src1 = 4'b0;
		src2 = 4'b0;
		dest = 4'b0;
		err = 0;
	end
	COEF3:
	begin
		next = DUMMY3;
		cnt_up = 0;
		clear = 0;
		nextmod = 1'b0;
		op = 3'b011;
		src1 = 4'b0;
		src2 = 4'b0;
		dest = 4'd8;
		err = 0;
	end
	DUMMY3:
	begin
		if (lc == 1)
		begin
			next = COEF4;
			nextmod = 1'b1;
		end
		else
		begin
			next = DUMMY3;
			nextmod = 1'b0;
		end		
		cnt_up = 0;
		clear = 0;
		op = 3'b0;
		src1 = 4'b0;
		src2 = 4'b0;
		dest = 4'b0;
		err = 0;
	end
	COEF4:
	begin
		next = IDLE;
		cnt_up = 0;
		clear = 0;
		nextmod = 1'b0;
		op = 3'b011;
		src1 = 4'b0;
		src2 = 4'b0;
		dest = 4'd6;
		err = 0;
	end
	EIDLE:
	begin
		if (dr == 1)
		begin
			next = STORE;
			nextmod = 1'b1;
		end
		else if (lc == 1)
		begin
			next = COEF1;
			nextmod = 1'b1;
		end
		else
		begin	
			next = EIDLE;
			nextmod = 1'b0;
		end
		cnt_up = 0;
		clear = 0;	
		op = 3'b0;
		src1 = 4'b0;
		src2 = 4'b0;
		dest = 4'b0;
		err = 1;
	end
	endcase
end
assign modwait = currmod;
endmodule 
</file>
==> flow_summary.ini <==
; implementation run metrics
[clock_network]
cts_htree_levels = 1
post_cts_hold_buffer_count = 0
numCtsBuffers = 3
cts.root.buffer_cell = clkbuf_8
clk_pin_slew_ns = 0.08
tritoncts = done
clock.latency.late_pin_ns = 0.26
ctsLongestPathBuffers = 2
clock_sinks = 25

[grt]
grt_remaining_overflow = 0
vias_in_the_first_global_route = 883
antenna_found_initial = 0
grt_pass1_wl_mm = 4.602
grt_max_degree = 26
grt_usage = 0.04949

[power]
pwr_density_cell_mw_per_mm2 = 924.4
power.leakage_nw = 0.9088
comb_power_share = 0.331
irDropWorstVdd_v = 0.0002540
p_seq_frac = 0.446
p_int_mw = 1.156
netSwitchingFraction = 0.2489
p_clk_frac = 0.223
netSwitchingPower_uw = 382.9

[final_timing]
drv_slew = 0
timing.hold.ws_ns = 0.4355
timing.setup.tns_ns = -2.540
final_hold_viol_count = 0
setup_viol_count_final = 11
fin_crit_ns = 2.231
fin_worst_skew_ns = 0.003355
grt_setup_unrepaired = yes
finalClockPeriodUsage = 1.312
fin_ws_ns = -0.5312
fmax_mhz = 448.2

[yosys]
ys_seq_frac = 0.6540
synth-warning-count = 2
netlist.area_leader.share = 0.6266
synth.avg_cell_area_um2 = 12.45
netlist_area_um2 = 958.4
ys_async_sr_fraction = 1.000
yosysChipArea_um2 = 958.4
yosys_cells = 77
synth_top_cell_by_area = dfrtp_1
enable_flop_cells = 0
numSynthFlops = 25
ys_dominant_reg_cell = dfrtp_1
ys_top_cells_by_area = dfrtp_1 63%, nor2b_1 3.3%, dfstp_2 2.7%
yosys.cell_types.count = 28
synthesis.instances = 77

[detailed_routing]
routed_wire_length_per_instance_um = 11.51
totalWireLength_mm = 2.693
num_antenna_cells = 0
vias = 823
detailedRoute.firstIterationViolations = 18
drcViolationCount = 0
drtPass1Iterations = 3
viasPerCell = 3.517
antenna_left = 0

[setup_path]
startpoint = curr[17]
ff2ff_setup_slack_ns = -0.28
setup.worst_path.end = dest[0]
timing.critical_path.to_type = output pin
start_kind = flip-flop
cp_data_arrival_time_ns = 1.89
worstReg2RegEnd = currmod
critPathMaxFanout = 3
reg2reg_depth = 8
cp_data_required_time_ns = 1.36
launch_point_of_the_worst_reg_to_reg_path = curr[17]
crit_type = reg -> out

[placement]
globalplace.congestion = 0.8455
port_buffers = 22
dp_hpwl_mm = 1.922
place_ws_ns = -0.5242

[finish]
flow.area_growth_from_synthesis_pct = 73.63
final_layout_size_suffix_gt1_frac = 0.4638
sequential_cell_area_um2 = 626.9
layout.area.comb_um2 = 374.1
fill_cells = 731

[job]
tool_warnings = 28
max_cap_violations = 0

[floorplan]
fp.dieH_um = 105
fp-row-count = 30
boundary_pin_count = 24
die_area_mm2 = 0.01103
initial_utilization = 0.1388
die_width_um = 105
core_area_mm2 = 0.006907

[outcome]
run_status = complete, but fails checks
violations = setup timing

[hold_path]
hold_class = in -> async
registers in the layout, summed over array words and instances, names as in the netlist:
register,flops
curr,24
currmod,1
layout make-up:
cell class | count | area share
Multi-Input combinational cell | 48 | 0.2248
Clock buffer | 4 | 0.02707
Tap cell | 96 | 0.07218
Inverter | 3 | 0.006767
Timing Repair Buffer | 58 | 0.2925
Sequential cell | 25 | 0.3767
power groups by stage:
stage                 clock network [mW]  registers [mW]  logic (mW)
after CTS                          0.351           0.684       0.462
after global routing               0.378           0.693       0.573
final                              0.343           0.686       0.509
how the worst min path moves through the flow:
stage,from,end,cells after the start
global route,n_reset,curr[9],2
CTS,n_reset,curr[9],2
finish,n_reset,curr[9],2
synth_stat cells, drive strengths merged, types with 2 or more instances:
library cell	count
nand2b	3
nor4	5
nand2	2
or4	3
or3	5
inv	3
and2	3
a21o	3
nor2b	5
dfrtp	24
nor3	3
nor2	4
timing repair:
action,CTS,global route
setup buffers,10,8
resized,46,18
setup endpoints to repair,15,16
pin swaps,5,3
metal layers:
| metal | routed length [um] | up-vias | global-route usage |
|---|---|---|---|
| li1 | - | 394 | - |
| met1 | 1326 | 400 | 0.07225 |
| met2 | 1162 | 24 | 0.07295 |
| met3 | 165 | 5 | 0.01429 |
| met4 | 39 | 0 | 0.005882 |
| met5 | 0 | - | 0 |
logic make-up (layout without fill, tap and decap cells):
group | after synthesis | in the layout | synth area share
AND-OR/OR-AND | 11 | 11 | 0.07964
buffers and inverters | 4 | 65 | 0.01958
flip-flops | 25 | 25 | 0.6541
other | 1 | 1 | 0.003913
AND/OR/NAND/NOR | 36 | 36 | 0.2428
stage by stage:
step | area [um2] | power (mW) | util | cells
6_report | 1664 | 1.538 | 0.2409 | 234
3_3_place_gp | 1456 | 1.147 | 0.2109 | 216
4_1_cts | 1583 | 1.497 | 0.2292 | 229
3_5_place_dp | 1456 | 1.146 | 0.2109 | 216
2_1_floorplan | 958.4 | 0.8206 | - | 77
5_1_grt | 1664 | 1.645 | 0.2409 | 234
worst max-delay path: stages, from the launching register on:
cell	delay, ns
dfrtp_1	0.38
or3_4	0.38
or3_4	0.34
or4_4	0.40
buf_2	0.12
layout by cell type (no fill, tap or decap), drive strengths merged, types with 2 or more instances in the layout:
cell,synthesis,final
a21o,3,3
and2,3,3
buf,1,46
clkbuf,0,6
clkdlybuf4s50,0,8
dfrtp,24,24
dlymetal6s2s,0,2
inv,3,3
nand2,2,2
nand2b,3,3
nor2,4,4
nor2b,5,5
nor3,3,3
nor4,5,5
or3,5,5
or4,3,3
Power is estimated from default activity; no workload was simulated.
