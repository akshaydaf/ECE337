==> flow/design.v <==
module flex_counter
#(
	NUM_CNT_BITS = 4
)
(
	input wire clk,
	input wire n_rst,
	input wire clear,
	input wire count_enable,
	input wire [NUM_CNT_BITS - 1: 0] rollover_val,
	output reg [NUM_CNT_BITS - 1: 0] count_out,
	output reg rollover_flag
);
reg [NUM_CNT_BITS - 1: 0] count;
reg newflag;
always_ff @ (posedge clk, negedge n_rst)
begin
	if (n_rst == 0)
	begin
		count_out <= 0;
		rollover_flag <= 0;
	end
	else
	begin
		count_out <= count;
		rollover_flag <= newflag;
	end
end
always_comb
begin
	if (clear == 1)
	begin	
		count = 0;
	end
	else
	begin
		if (rollover_flag == 1 && count_enable == 1)
		begin
			count = 1;
		end
		else if (count_enable == 1 && !rollover_flag)
		begin
			count = count_out + 1;
		end
		else
		begin	
			count = count_out;
		end
	end
end
always_comb
begin
	if ((count == rollover_val) && count_enable == 1)
	begin
		newflag = 1;
	end
	else
	begin
		newflag = 0;
	end
end
endmodule 
module timer
(
	input wire clk,
	input wire n_rst,
	input wire enable_timer,
	output wire shift_strobe,
	output wire packet_done
);
reg [3:0] count1;
reg [3:0] count2;
flex_counter #(4) A10(.clk(clk),.n_rst(n_rst), .clear(packet_done),.count_enable(enable_timer), .rollover_val(4'd10), .count_out(count1), .rollover_flag(shift_strobe));
flex_counter #(4) A9(.clk(clk),.n_rst(n_rst), .clear(packet_done),.count_enable(shift_strobe), .rollover_val(4'd9), .count_out(count2), .rollover_flag(packet_done));
endmodule 
==> flow/run.sh <==
#!/bin/bash
# OpenROAD 26Q1-2900-gdf79404cd8, Yosys 0.63+post, stock flow scripts
make -C /OpenROAD-flow-scripts/flow DESIGN_CONFIG=/design/flow/config.mk WORK_HOME=/design/flow/orfs finish
==> flow/config.mk <==
export PLATFORM = sky130hd
export DESIGN_NAME = timer
export DESIGN_NICKNAME = timer
export VERILOG_FILES = /design/flow/design.v
export SDC_FILE = /design/flow/constraint.sdc
export NUM_CORES = 4
export LEC_CHECK = 1
export CORE_AREA = 10 10 70 70
export DIE_AREA = 0 0 80 80
==> flow/constraint.sdc <==
current_design timer

set clk_period 2.8
set clk_io_pct 0.2

create_clock -name clk0 -period $clk_period [get_ports {clk}]

set non_clock_inputs [all_inputs -no_clocks]
set_input_delay [expr $clk_period * $clk_io_pct] -clock clk0 $non_clock_inputs
set_output_delay [expr $clk_period * $clk_io_pct] -clock clk0 [all_outputs]
==> CHANGELOG.md <==
## Flow update

* Mapped Cells at about 47
* Crit path buf inv count at 1
* Die width at 80 um
* Full die area at around 6400 um^2
* Final Max Tran Viols at 0
* Final min period at between 1.5 and 2 ns
* Critical Path Fanout Max at 12
* Crit. End Element: output port
* Internal power at 377.2 uW
* Clock Tree Buf Depth at 2
* Hold Startpoint: A10.count_out[0]$_DFF_PN0_
* Vias in the first global route at roughly 340
* Postcts setup bufs at 0
* Top cells, area: dfrtp_1, xor2_1, ha_1, nor2_1, xnor2_1
* Synth Warn # at 1
* Final hold slack at about 0.54 ns
* Distinct lib cells at 23
* Leakage at roughly 0.24 nW
* HP Class: reg2reg
* Worst clock skew at between 0.003 and 0.004 ns
* Final setup fails at 0
* Crit path launch: A9.rollover_flag$_DFF_PN0_
* Tightest Pin Transition at roughly 0.44 ns
* FP Core Util at 0.1487
* DIE HEIGHT at approximately 80 um
* Total CTS buffers at 3
* Slew HR at 0.7063
* Final hold violation count at 0
* Sw power at 191.1 uW
* Combinational group share of total power at 0.312
* # diodes at 0
* Main synth FF type: dfrtp_1
* Critical path class: reg2out
* Switching Fraction at 0.3363
* Power per cell area at 906.7 nW/um^2
* Reg clk slew, reported paths at 0.07 ns
* Router iterations before antenna repair at 3
* GP Congestion at 0.7688
* CTS tree: done
* CP required at between 2 and 2.5 ns
* Drt wl/cell at a little under 9 um
* Dominant cell area share at 0.4926
* Yosys cell count at between 40 and 50
* Drt drc at 0
* Slowest stage delay, CP at 0.58 ns
* Max VDD drop at approximately 450 uV
* CTS root buffer: clkbuf_4
* H-tree level count at 1
* I/O pin total at 5
* Cycle use final at 0.6966
* Grt total ovfl at 0
* Clock Latency Late Sink at approximately 0.26 ns
* Clock power frac at 0.224
* Cell Chain, Critical Path: clkdlybuf4s50_1
* Detailed placement HPWL at approximately 640 um
* Async SR Flop Fraction at 1.000
* Largest net degree at the start of global routing at 13
* Total negative slack at 0 ns
* Share of post-route cells with drive strength above 1 at 0.1132
* Synth cell count leaders: dfrtp_1, nor2_1, nand2_1, xor2_1
* Tool warnings at 25
* Max Cap Violations at 0
* First-iteration detailed-routing DRC count at 4
* Fillers at roughly 380
* GRT Overall Usage at 0.03129
* RSZ-0062 raised after global routing: no
* Area Growth Syn to Fin at 23.40%
* Most frequent cell after synthesis: dfrtp_1
* Vias per Instance at around 3.4
* Post-Route WL at roughly 870 um
* Largest area contributor in the netlist: dfrtp_1
* Yosys reg bits at 10
* Crit path DAT at around 1.4 ns
* CP top delay family: flip-flops
* Chip Area, Yosys at 508.0 um^2
* CP startpoint kind: register
* Reg-to-reg startpoint: A9.count_out[0]$_DFF_PN0_
* Fmax at around 510 MHz
* Total vias in the final route at ~340
* Core outline area at around 3400 um^2
* Post-route antenna net violation count at 0
* Clock Sink Count at 10
* Seq pwr share at 0.464
* Slowest CP cell: dfrtp_1
* Site row count at 21
* Cell area after synthesis at 508.0 um^2
* Port bufs at 4
* # resized after CTS at 0
* Initial antenna violation count at 0
* Post-synthesis sequential area ratio at 0.4926
* First-pass GRT wire length at 1649 um
* EDFF count, synth at 0
* Outcome: finished, final reports clean
* Post-Syn Area per Cell at between 10 and 15 um^2
* Post-CTS Hold Buffers at 0
## per-layer routing
metal / track usage / wire [um] / part of all wire
met5: 0 / 0 / 0
met4: 0.005282 / 16 / 0.018
met3: 0.01591 / 51 / 0.059
met2: 0.04575 / 365 / 0.42
met1: 0.04084 / 434 / 0.50
## final cells by class
class	instances	area (um^2)	share of cell area
sequential	10	250.2	0.3992
multi-input combinational	35	242.7	0.3872
tap	46	57.56	0.09182
timing repair buffer	4	40.04	0.06387
clock buffer	4	36.28	0.05788
## worst paths after layout
path / depth (start not counted) / slack [ns] / end
worst max-delay path: 1 / 0.85 / packet_done
worst min-delay path: 1 / 0.54 / A10.count_out[0]$_DFF_PN0_
worst max register to register: 3 / 1.23 / A9.rollover_flag$_DFF_PN0_
worst min register to register: 1 / 0.54 / A10.count_out[0]$_DFF_PN0_
max in group asynchronous: 1 / 1.89 / A10.count_out[0]$_DFF_PN0_
min in group asynchronous: 1 / 0.60 / A9.count_out[0]$_DFF_PN0_
## state kept, by name (all words and copies together), names as in the netlist
register           flops
A10.count_out          4
A9.count_out           4
A10.rollover_flag      1
A9.rollover_flag       1
## power groups by stage
stage         Clock, mW  Sequential, mW  Combinational, mW
CTS               0.133           0.264              0.180
global route      0.147           0.277              0.204
finish            0.127           0.264              0.177
## cell families (layout without fill, tap and decap cells)
logic type                 Yosys count  count (layout)  share of synthesized area
DFF                                 10              10                     0.4926
adders and majority gates            2               2                    0.04925
buffers and inverters                2               8                    0.02955
xor gates and xnor gates             5               5                    0.08622
muxes                                1               1                    0.01971
and+or+nand+nor                     22              22                     0.2660
AOI/OAI and AO/OA                    5               5                    0.05665
## placed cells by master (no fill, tap or decap)
| cell type | n |
|---|---|
| a21oi_1 | 2 |
| a211oi_1 | 1 |
| mux2i_1 | 1 |
| nor2_1 | 6 |
| ha_1 | 2 |
| clkbuf_8 | 1 |
| dfrtp_1 | 10 |
| xnor2_1 | 2 |
| nor2b_4 | 1 |
| nand3b_1 | 2 |
| nand4_1 | 1 |
| o21ai_0 | 1 |
| nand2_1 | 4 |
| a31oi_1 | 1 |
| nor4_1 | 1 |
| nor4b_2 | 1 |
| or4b_1 | 1 |
| xor2_1 | 3 |
| nor2b_1 | 1 |
| or3b_1 | 1 |
| nand2b_1 | 1 |
| clkbuf_4 | 3 |
| clkdlybuf4s50_1 | 4 |
| nand3_1 | 2 |
## per-stage QoR
stage,total power [mW],instance area [um^2],util,worst slack [ns],cells
after global placement,0.4397,590.6,0.1729,0.9101,95
after CTS,0.5770,626.9,0.1835,0.8100,99
final,0.5683,626.9,0.1835,0.8494,99
after floorplan,0.4043,508.0,-,1.309,47
after detailed placement,0.4446,590.6,0.1729,0.8424,95
after global routing,0.6277,626.9,0.1835,0.7441,99
Power figures rest on the tool's default switching activity, not on a simulated workload.
